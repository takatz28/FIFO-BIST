<file path="/design/flow/run.sh">
#!/bin/bash
# OpenROAD 26Q1-2900-gdf79404cd8, Yosys 0.63+post, stock flow scripts
make -C /OpenROAD-flow-scripts/flow DESIGN_CONFIG=/design/flow/config.mk WORK_HOME=/design/flow/orfs finish
</file>
<file path="/design/flow/config.mk">
export PLATFORM = sky130hd
export DESIGN_NAME = FIFO_BIST
export DESIGN_NICKNAME = FIFO_BIST
export VERILOG_FILES = /design/flow/design.v
export SDC_FILE = /design/flow/constraint.sdc
export NUM_CORES = 4
export LEC_CHECK = 1
export CORE_UTILIZATION = 50
</file>
<file path="/design/flow/constraint.sdc">
current_design FIFO_BIST

set clk_period 1.2
set clk_io_pct 0.2

create_clock -name clk0 -period $clk_period [get_ports {R_CLK}]
create_clock -name clk1 -period $clk_period [get_ports {W_CLK}]

set non_clock_inputs [all_inputs -no_clocks]
set_input_delay [expr $clk_period * $clk_io_pct] -clock clk0 $non_clock_inputs
set_output_delay [expr $clk_period * $clk_io_pct] -clock clk0 [all_outputs]
</file>
<file path="/design/flow/design.v">
`timescale 1 ns / 1 ns
module AASD(
	input CLK, RST_IN,
	output reg RST_OUT
	);
	reg R_TMP;
	always_ff @ (posedge CLK, negedge RST_IN) begin
		if (!RST_IN) begin
			R_TMP <= 0;
			RST_OUT <= 0;
		end
		else begin
			R_TMP <= 1;
			RST_OUT <= R_TMP;
		end
	end
endmodule
`timescale 1ns / 1ps
module COMP #(SIZE=10) (
	input EN,
	input [SIZE-1:0] DATA_A, DATA_B,
	output reg PASS
	);
	reg PASS_TMP;
	always_comb begin
		PASS_TMP = EN && (DATA_A == DATA_B);
		case(PASS_TMP)
			1: PASS <= 1;
			default: PASS <= 0;
		endcase
	end
endmodule
`timescale 1ns / 1ps
module COUNTERS(
	input W_CLK, R_CLK,
	input W_RST, R_RST,
	input W_EN, R_EN,
	output reg [9:0] DIN,
	output reg [3:0] ADDR
	);
	wire W_RST_SYNC, R_RST_SYNC;
	AASD WRST(W_CLK, W_RST, W_RST_SYNC);
	AASD RRST(R_CLK, R_RST, R_RST_SYNC);
	always_ff @ (posedge W_CLK, negedge W_RST_SYNC) begin
		if (!W_RST_SYNC) 
			DIN <= 1;
		else 
			DIN <= (W_EN) ? {DIN[8:0], DIN[9]} : DIN;
	end
	always_ff @ (posedge R_CLK, negedge R_RST_SYNC) begin
		if (!R_RST_SYNC) 
			ADDR <= 0;
		else 
			ADDR <= (R_EN) ? ((ADDR == 9) ? 0 : ADDR + 1) : ADDR;
	end
endmodule
`timescale 1ns/1ps
module FIFO #(
	DATA_WIDTH = 8,
	ADDR_WIDTH = 4,
	DEPTH = 10
	)
	(
	input W_CLK, R_CLK, W_RST, R_RST,
	input W_EN, R_EN,
	input [DATA_WIDTH-1:0] W_DATA,
	output [DATA_WIDTH-1:0] R_DATA,
	output wire FULL, EMPTY
	);
	wire W_RST_SYNC, R_RST_SYNC;
	wire [ADDR_WIDTH-1:0] W_ADDR, R_ADDR;
	wire [ADDR_WIDTH:0] W_PTR, R_PTR;
	wire [ADDR_WIDTH:0] W_PTR_SYNC, R_PTR_SYNC;
	AASD WRST(.CLK(W_CLK), .RST_IN(W_RST), .RST_OUT(W_RST_SYNC));
	AASD RRST(.CLK(R_CLK), .RST_IN(R_RST), .RST_OUT(R_RST_SYNC));
	SYNC #(.SIZE(ADDR_WIDTH+1)) W_SYNC(.CLK(W_CLK), .RST(W_RST_SYNC),
		   .DIN(R_PTR), .DOUT(W_PTR_SYNC));
	SYNC #(.SIZE(ADDR_WIDTH+1)) R_SYNC(.CLK(R_CLK), .RST(R_RST_SYNC),
		   .DIN(W_PTR), .DOUT(R_PTR_SYNC));
	W_PTR_GEN #(.SIZE(ADDR_WIDTH)) WGEN(.CLK(W_CLK), .RST(W_RST_SYNC),
				.R_PTR(R_PTR_SYNC), .W_ADDR(W_ADDR), .INC(W_EN),
				.W_PTR(W_PTR), .W_FULL(FULL));
	R_PTR_GEN #(.SIZE(ADDR_WIDTH)) RGEN(.CLK(R_CLK), .RST(R_RST_SYNC),
				.W_PTR(W_PTR_SYNC), .R_ADDR(R_ADDR), .INC(R_EN),
				.R_PTR(R_PTR), .R_EMPTY(EMPTY));
	MEMORY #(.DATA_WIDTH(DATA_WIDTH), .ADDR_WIDTH(ADDR_WIDTH), .DEPTH(DEPTH))
		FIFO_MEM(.W_CLK(W_CLK), .R_CLK(R_CLK),
				 .W_EN(W_EN), .R_EN(R_EN),
				 .W_DATA(W_DATA), .W_ADDR(W_ADDR),
				 .R_ADDR(R_ADDR), .R_DATA(R_DATA));
endmodule
`timescale 1ns / 1ps
module FIFO_BIST #(
	DATA_WIDTH = 10,
	ADDR_WIDTH = 4,
	DEPTH = 10
	)
	(
	input W_CLK, R_CLK, W_RST, R_RST,
	input W_EN, R_EN,
	input BIST,
	input [DATA_WIDTH-1:0] W_DATA,
	output reg [DATA_WIDTH-1:0] R_DATA,
	output wire FULL, EMPTY,
	output wire PASS
	);
	wire [3:0] ADDR;
	wire [9:0] DIN, ROM_DATA, FIFO_DATA;
	wire BIST_W_EN, BIST_R_EN;
	reg [9:0] DIN_NEXT;
	reg W_EN_NEXT, R_EN_NEXT;
	COUNTERS CNT_GEN(.W_CLK(W_CLK), .R_CLK(R_CLK),
					 .W_RST(W_RST), .R_RST(R_RST),
					 .W_EN(W_EN_NEXT), .R_EN(R_EN_NEXT),
					 .DIN(DIN), .ADDR(ADDR));
	FIFO #(.DATA_WIDTH(DATA_WIDTH), .ADDR_WIDTH(ADDR_WIDTH),
		   .DEPTH(DEPTH))
	   MEM(.W_CLK(W_CLK), .R_CLK(R_CLK), .W_RST(W_RST),
		   .R_RST(R_RST), .W_EN(W_EN_NEXT), .R_EN(R_EN_NEXT),
		   .W_DATA(DIN_NEXT), .R_DATA(FIFO_DATA),
		   .FULL(FULL), .EMPTY(EMPTY));
	ROM #(.SIZE(DEPTH)) TEST_MEM(.R_CLK(R_CLK), .EN(BIST_R_EN),
								 .ADDR(ADDR), .DATA(ROM_DATA));
	COMP #(.SIZE(DATA_WIDTH)) CMP(.EN(BIST_R_EN), .DATA_A(FIFO_DATA),
								  .DATA_B(ROM_DATA), .PASS(PASS));
	FSM BIST_CTRL(.CLK(W_CLK), .RST(W_RST), .BIST_EN(BIST),
				  .WRITE_CNT(DIN), .READ_CNT(ROM_DATA),
				  .W_EN(BIST_W_EN), .R_EN(BIST_R_EN));
	always_comb begin
		DIN_NEXT = (BIST) ? DIN : W_DATA;
		R_DATA = (BIST) ? ROM_DATA : FIFO_DATA;
		W_EN_NEXT = (BIST) ? BIST_W_EN : W_EN;
		R_EN_NEXT = (BIST) ? BIST_R_EN : R_EN;
	end
endmodule
`timescale 1ns / 1ps
module FSM(
	input CLK, RST,
	input BIST_EN,
	input [9:0] WRITE_CNT, READ_CNT,
	output reg W_EN, R_EN
	);
	reg [1:0] CURR_STATE, NEXT_STATE;
	localparam IDLE = 2'b00,
			   WRITE = 2'b01,
			   READ = 2'b10;
	always_ff @ (posedge CLK, negedge RST) begin
		if (!RST) 
			CURR_STATE <= IDLE;
		else 
			CURR_STATE <= NEXT_STATE;
	end
	always_comb begin
		case (CURR_STATE)
			IDLE: begin
				NEXT_STATE <= (BIST_EN) ? WRITE : IDLE;
			end
			WRITE: begin
				if (BIST_EN) begin
					if (WRITE_CNT == 10'h200)
						NEXT_STATE <= READ;
					else
						NEXT_STATE <= WRITE;
					end
				else
					NEXT_STATE <= IDLE;
			end
			READ: begin
				if (BIST_EN) begin
					if (READ_CNT == 10'h200 &&
						WRITE_CNT != 10'h001)
						NEXT_STATE <= IDLE;
					else
						NEXT_STATE <= READ;
					end
				else
					NEXT_STATE <= IDLE;
				end
			default:
				NEXT_STATE <= IDLE;
		endcase
	end
	always_comb begin
		case (CURR_STATE)
			IDLE: begin
				W_EN <= 0;
				R_EN <= 0;
			end
			WRITE: begin
				W_EN <= 1;
				R_EN <= 0;
			end
			READ: begin
				W_EN <= 0;
				R_EN <= 1;
			end
			default: begin
				W_EN <= 0;
				R_EN <= 0;
			end
		endcase
	end
endmodule
`timescale 1ns/1ps
module MEMORY #(
	DATA_WIDTH = 8,
	ADDR_WIDTH = 4,
	DEPTH = 10
	)
	(
	input W_CLK, R_CLK,
	input W_EN, R_EN,
	input [DATA_WIDTH-1:0] W_DATA,
	input [ADDR_WIDTH-1:0] W_ADDR, R_ADDR,
	output reg [DATA_WIDTH-1:0] R_DATA
	);
	reg [DATA_WIDTH-1:0] MEM_ARRAY [0:DEPTH-1];
	always_ff @ (posedge W_CLK)
		begin
		if(W_EN)
			MEM_ARRAY[W_ADDR] <= W_DATA;
		else
			MEM_ARRAY[W_ADDR] <= MEM_ARRAY[W_ADDR];
	end
	always_ff @ (posedge R_CLK) begin
		if(R_EN)
			R_DATA <= MEM_ARRAY[R_ADDR];
		else
			R_DATA <= R_DATA;
	end
endmodule
`timescale 1ns / 1ps
module ROM #(SIZE=10) (
	input R_CLK, EN,
	input [3:0] ADDR,
	output reg [SIZE-1:0] DATA
	);
	reg [SIZE-1:0] MEM_ARRAY [0:SIZE-1];
	always_ff @ (posedge R_CLK)
		DATA <= (EN) ? MEM_ARRAY[ADDR]: DATA;
endmodule
`timescale 1ns/1ps
module R_PTR_GEN #(SIZE = 4) (
	input CLK, RST, INC,
	input [SIZE:0] W_PTR,
	output reg [SIZE-1:0] R_ADDR,
	output reg [SIZE:0] R_PTR,
	output reg R_EMPTY
	);
	reg [SIZE-1:0] ADDR_NXT;
	reg [SIZE:0] PTR_NXT;
	reg R_EMP_NXT;
	always_ff @ (posedge CLK, negedge RST) begin
		if (!RST) begin
			R_ADDR <= 0;
			R_PTR <= 0;
			R_EMPTY <= 1;
		end
		else begin
			R_EMPTY <= R_EMP_NXT;
			R_PTR <= PTR_NXT;
			R_ADDR <= ADDR_NXT;
		end
	end
	always_comb begin
		ADDR_NXT = (R_ADDR == 9) ? 0 : (INC) ? R_ADDR + INC : R_ADDR;
		PTR_NXT = (INC) ? {R_PTR[SIZE-1:0], !R_PTR[SIZE]} : R_PTR;
		R_EMP_NXT = (INC) ? (PTR_NXT == W_PTR) : R_EMPTY; 
	end
endmodule
`timescale 1ns/1ps
module SYNC #(SIZE = 1) (
	input CLK, RST,
	input [SIZE-1:0] DIN,
	output reg [SIZE-1:0] DOUT
	);
	reg [SIZE-1:0] TMP;
	always_ff @ (posedge CLK, negedge RST) begin
		if (!RST) begin
			TMP <= 0;
			DOUT <= 0;
		end
		else begin
			TMP <= DIN;
			DOUT <= TMP;
		end
	end
endmodule
`timescale 1ns/1ps
module W_PTR_GEN #(SIZE = 4) (
	input CLK, RST, INC,
	input [SIZE:0] R_PTR,
	output reg [SIZE-1:0] W_ADDR,
	output reg [SIZE:0] W_PTR,
	output reg W_FULL
	);
	reg [SIZE-1:0] ADDR_NXT;
	reg [SIZE:0] PTR_NXT;
	reg W_FULL_NXT;
	always_ff @ (posedge CLK, negedge RST) begin
		if (!RST) begin
			W_ADDR <= 0;
			W_PTR <= 0;
			W_FULL <= 0;
		end
		else begin
			W_FULL <= W_FULL_NXT;
			W_ADDR <= ADDR_NXT;
			W_PTR <= PTR_NXT;
		end
	end
	always_comb begin
		ADDR_NXT = (W_ADDR == 9) ? 0 : INC ? W_ADDR + INC : W_ADDR;
		PTR_NXT = INC ? {W_PTR[SIZE-1:0], !W_PTR[SIZE]} : W_PTR;
		W_FULL_NXT = (INC) ? (W_PTR == {!R_PTR[SIZE], R_PTR[SIZE-1:0]}) :
		W_FULL;
	end
endmodule
</file>
==> results.txt <==
Die Size - 0.0133 mm2
pwr dens - 2200 mW/mm2
CP Capture Type - register
share of the synthesized area in the top cell type - 0.513
total number of vias - 3766
FF+latch area - 0.00474 mm2
biggest area cells - edfxtp_1 51%, dfrtp_1 21%, mux4_2 6.7%
Logic cell area - 0.00201 mm2
crit-path max FO - 8
first-pass GRT wire length - 22000 um
First-pass DRT Iterations - 4
Post-DP Area - 0.00762 mm2
mux share - 0.116
RePlAce Congestion - 0.868
Clock transition at path regs - 60 ps
failing checks - negative setup slack
AND-OR/OR-AND Cells, Area Fraction - 0.0410
Simple-Gate Fraction of Synth Area - 0.0681
Top cell excl fill/tap - edfxtp_1
fp util - 0.512
DRC Markers - 0
Post-Syn Area - 0.00643 mm2
Crit path arrival time - 1840 ps
Synth Warn # - 10
drt total wl - 14100 um
layout cells sized above 1 - 0.449
Comb pwr share - 0.299
total track usage - 0.249
Switching Share - 0.281
count of tool warnings - 29
Synth Register Bits - 167
global route overflow - 0
RSZ-0062 raised after global routing - yes
Int Power - 14.5 mW
cell taking the most area after synthesis - edfxtp_1
antenna-violating nets left - 0
DP HPWL - 8270 um
Antenna Diode Count - 0
post-route core utilization - 0.728
die width - 115 um
Top Layout Cells - 110 x edfxtp_1, 47 x dfrtp_1, 47 x nand2_1
fin area - 0.00915 mm2
sequential group share of total power - 0.373
drt via density - 5.31
initial DRC count - 170
Ports - 30
Clk pwr share - 0.328
Adder Area Share - 0.00778
synthesis-to-layout area growth - 42.2%
outcome - finished, violations left
Pleak - 3.63 nW
Setup WS pre-CTS - -901 ps
Hold Path Class - in2async
Yosys chip area - 0.00643 mm2
Fill cells - 731
Seq share, synth - 0.736
max cap viols - 0
CTS tree - built
yosys xor share - 0.0123
Top logic family - multiplexers
Syn Area/Cell - 16.4 um2
CP startpoint kind - register
Die Ht - 115 um
worst setup margin - -618 ps
Max VDD drop - 0.00153 V
Overall Power - 20.2 mW
Crit Path Category - reg2reg
Final Hold Violation Tally - 0
# rows - 41
CTS sink cnt - 167
Required @ worst endpoint - 1230 ps
number of port buffers - 28
clock skew - 7.67 ps
Final Setup Violations - 212
Core ar. - 0.0126 mm2
Synth Instances - 393
yosys cell count - 393
Wirelength per Cell - 19.9 um
number of antenna violations at the first check in global routing - 0
sw power - 5.66 mW
distinct lib cells - 42
Max Slew Vio Count - 0
largest net degree at the start of global routing - 21
vias in the first global route - 3967
## synth_stat cells, drive strengths merged
cell / instances
and2: 10
xnor2: 3
nor3b: 1
a31oi: 4
edfxtp: 110
o22a: 2
xor2: 6
a2111oi: 1
dfstp: 3
mux2: 11
a211oi: 10
nor2: 13
a41oi: 1
mux4: 20
nor2b: 2
nand2: 60
mux2i: 15
a21oi: 18
o211ai: 1
inv: 6
o41ai: 1
conb: 1
dfrtp: 54
nand2b: 1
or3: 1
ha: 4
buf: 9
nand3: 5
o21ai: 1
clkbuf: 9
a31o: 2
nor3: 5
nor4: 3
## final timing paths
check                      slack (ps)  depth (start not counted)                           end               startpoint
max                              -620                          5        MEM.FIFO_MEM.R_DATA[1]       MEM.RGEN.R_ADDR[0]
min                                50                          1                MEM.WRST.R_TMP                    W_RST
max reg2reg                      -620                          5        MEM.FIFO_MEM.R_DATA[1]       MEM.RGEN.R_ADDR[0]
min reg2reg                       130                          0                CNT_GEN.DIN[2]     CNT_GEN.WRST.RST_OUT
max in group clk1                -470                          6  MEM.FIFO_MEM.MEM_ARRAY[8][8]  BIST_CTRL.CURR_STATE[2]
max in group asynchronous         530                          1            MEM.W_SYNC.DOUT[0]     CNT_GEN.WRST.RST_OUT
min in group clk1                 300                          0             MEM.W_SYNC.TMP[2]        MEM.RGEN.R_PTR[2]
min in group clk0                 340                          0            MEM.R_SYNC.DOUT[2]        MEM.R_SYNC.TMP[2]
## worst max-delay path, cell delays in order (launching register included)
cell	delay [ps]
dfrtp_2	420
buf_12	160
buf_8	120
mux4_2	540
a211oi_4	270
a21oi_1	60
## cell families after synthesis
group	count (synthesis)
xor+xnor	9
other cells	1
mux	46
simple gates	101
compound gates	41
flops	167
fa+ha+maj	4
buf+inv	24
## flip-flops by register name (all words and copies together), names as in the netlist
register,count
MEM.W_SYNC.DOUT,5
MEM.FIFO_MEM.MEM_ARRAY,100
MEM.FIFO_MEM.R_DATA,10
MEM.RGEN.R_ADDR,4
MEM.WGEN.W_PTR,5
MEM.R_SYNC.DOUT,5
MEM.RRST.RST_OUT,1
MEM.R_SYNC.TMP,5
MEM.WGEN.W_ADDR,4
MEM.RGEN.R_EMPTY,1
MEM.RGEN.R_PTR,5
MEM.W_SYNC.TMP,5
CNT_GEN.DIN,10
CNT_GEN.WRST.RST_OUT,1
BIST_CTRL.CURR_STATE,3
CNT_GEN.RRST.R_TMP,1
MEM.WRST.R_TMP,1
MEM.WGEN.W_FULL,1
## stage by stage
step	TNS, ps	std cells	hold slack (ps)
floorplan	-37820	394	-55.6
global placement	-193310	633	137
detailed placement	-199370	633	134
CTS	-49690	697	36.9
global route	-60230	709	56.8
finish	-50300	709	45.3
## area by class of cell
| cell class | count | area share |
|---|---|---|
| well taps | 172 | 0.0235 |
| inverters | 6 | 0.00274 |
| clock inverters | 15 | 0.0193 |
| repair buffers | 121 | 0.153 |
| multi-input cells | 203 | 0.219 |
| flip-flops and latches | 167 | 0.518 |
| clock buffers | 25 | 0.0637 |
## layer usage
layer / up-vias / routed length (um) / global-route usage
met5: - / 0 / 0.0111
li1: 1728 / - / -
met2: 135 / 6530 / 0.336
met1: 1895 / 6140 / 0.420
met4: 0 / 143 / 0.0424
met3: 8 / 1320 / 0.124
## power groups by stage
stage                 Sequential, mW  Combinational [mW]  Clock [mW]
after CTS                       7.52                5.89        6.73
final                           7.52                6.04        6.61
after global routing            7.61                6.50        7.00
## repair_timing
action,in CTS,in global routing
pin swaps,17,24
setup buffers,22,15
hold buffers,0,0
resized,68,66
cloned,4,3
endpoints found under the setup margin,265,263
Power and IR drop assume default switching activity.
